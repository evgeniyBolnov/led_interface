### flow/config.mk
export PLATFORM = sky130hd
export DESIGN_NAME = led_interface
export DESIGN_NICKNAME = led_interface
export VERILOG_FILES = /design/flow/design.v
export SDC_FILE = /design/flow/constraint.sdc
export NUM_CORES = 4
export LEC_CHECK = 1
export CORE_UTILIZATION = 40
### flow/constraint.sdc
current_design led_interface

set clk_period 5.7
set clk_io_pct 0.2

create_clock -name clk0 -period $clk_period [get_ports {clk}]

set non_clock_inputs [all_inputs -no_clocks]
set_input_delay [expr $clk_period * $clk_io_pct] -clock clk0 $non_clock_inputs
set_output_delay [expr $clk_period * $clk_io_pct] -clock clk0 [all_outputs]
### flow/run.sh
#!/bin/bash
# OpenROAD 26Q1-2900-gdf79404cd8, Yosys 0.63+post, stock flow scripts
make -C /OpenROAD-flow-scripts/flow DESIGN_CONFIG=/design/flow/config.mk WORK_HOME=/design/flow/orfs finish
### flow/design.v
module led_interface #(
  parameter clock_freq      = 50_000_000,
  parameter blink_period_ms = 100       ,
  parameter pause_before_ms = 1_000     ,
  parameter pause_after_ms  = 1_000     ,
  parameter bits_count      = 8
) (
  input                   clk          ,
  input                   reset        ,
  input  [bits_count-1:0] parallel_code,
  output                  serial_code
);
  localparam pause_before = pause_before_ms * ( clock_freq / 1000 );
  localparam pause_after  = pause_after_ms  * ( clock_freq / 1000 );
  localparam blink_period = blink_period_ms * ( clock_freq / 1000 );
  logic [bits_count-1:0] code_meta      ;
  logic [bits_count-1:0] code_latch     ;
  logic [bits_count-1:0] current_code   ;
  logic [           2:0] state_counter  ;
  logic [           7:0] bit_counter    ;
  logic [          31:0] before_timer   ;
  logic [          31:0] after_timer    ;
  logic [          31:0] blink_timer    ;
  logic                  serial_code_reg;
  assign serial_code = serial_code_reg;
  always_ff @( posedge clk or posedge reset )
    begin
      if ( reset )
        begin
          code_meta     <= '0;
          code_latch    <= '0;
          current_code  <= '0;
          before_timer  <= '0;
          after_timer   <= '0;
          blink_timer   <= '0;
          state_counter <= '0;
          bit_counter   <= bits_count - 1'b1;
        end
      else
        begin
          if ( ( pause_before > 0 ) && ( before_timer < pause_before - 1'b1 ) )
            before_timer <= before_timer + 1'b1;
          else
            begin
              if ( ( bit_counter > 0 ) || ( state_counter < 7 ) )
                begin
                  if ( blink_timer < blink_period - 1'b1 )
                    blink_timer <= blink_timer + 1'b1;
                  else
                    begin
                      if ( state_counter < 7 )
                        state_counter <= state_counter + 1'b1;
                      else
                        begin
                          state_counter <= 0;
                          bit_counter   <= bit_counter - 1'b1;
                        end
                      blink_timer <= 0;
                    end
                end
              else
                begin
                  if ( ( pause_after > 0 ) && ( after_timer < pause_after - 1'b1 ) )
                    after_timer <= after_timer + 1'b1;
                  else
                    begin
                      before_timer  <= '0;
                      after_timer   <= '0;
                      state_counter <= '0;
                      bit_counter   <= bits_count - 1'b1;
                      current_code  <= code_latch;
                    end
                end
            end
          { code_latch, code_meta } <= { code_meta, parallel_code };
        end
    end
  always_ff @(posedge clk or posedge reset)
    begin
      if ( reset )
        serial_code_reg <= '0;
      else
        case( state_counter )
          3, 4, 5 : serial_code_reg <= current_code[bit_counter];
          2       : serial_code_reg <= 1'b1;
          default : serial_code_reg <= '0;
        endcase
    end
endmodule
==> results.py <==
# Physical implementation metrics
metrics = {
    "cells_and_area": {
        "top_regs": "after_timer (32), before_timer (32), blink_timer (32)",
        "fin_cells": 900,
        "area_growth_pct": 15.32,
        "seq_area_um2": 3307,
        "fillers": 1406,
        "layout-drive-gt1-share_pct": 9.434,
        "comb_area_um2": 2913,
    },
    "clocking": {
        "postCtsSetupRepairBufs": 0,
        "clkTransAtPathRegs_ns": 0.06,
        "hold_buffers": 0,
        "cts_tree": "built",
        "clk_path_buf_depth": 2,
        "cts-resized-gates": 0,
        "cts_root_buffer": "clkbuf_16",
        "h-tree-depth": 4,
        "clk_latency_ns": 0.41,
        "cts_made_buffers": 17,
        "cts.sinks": 132,
    },
    "route": {
        "firstDrtPassIters": 4,
        "drcViolationCount": 0,
        "first_iter_violations": 287,
        "ant_nets": 0,
        "avgRoutedWirePerCell_um": 14.12,
        "n_antenna_cell": 0,
        "vias": 4905,
        "via_per_inst": 5.450,
        "drt_wl_total_um": 12710,
    },
    "hold_path": {
        "min_path_type": "reg -> reg",
    },
    "critical_path": {
        "crit_chain": "nand4_1 > nor4_2 > nand2_1 > nand2_1 > nand2_1 > or4_1 > o211ai_1",
        "crit_path_max_incr_delay_ns": 0.62,
        "required_ns": 6.03,
        "cp-start-kind": "flip-flop",
        "arrival_ns": 3.35,
        "path_max_fanout": 20,
        "path_buffers": 0,
        "critPathKind": "reg -> reg",
        "crit_top_cell": "nand2_1",
        "path_delay_family": "simple AND/OR/NAND/NOR gates",
        "worstSetupEndpointType": "flip-flop",
        "cpMaxStageDelayCell": "or4_1",
    },
    "yosys": {
        "syn_inst": 662,
        "yosysCellCount": 662,
        "synth.yosys.chip_area_um2": 6387,
        "synth_seq_share_pct": 51.77,
        "aoi_share_pct": 15.24,
        "ys_sh_mux_pct": 3.115,
        "edf_count": 0,
        "syn_area_per_cell_um2": 9.649,
        "synth_cell_types": 59,
        "synth-xor-area-share_pct": 1.234,
        "synth_flop_count": 132,
        "yosysWarnings": 1,
        "synth_top_cell_by_area": "dfrtp_1",
        "synthFlopType": "dfrtp_1",
        "ys_sh_adder_pct": 1.567,
        "area_leaders": "dfrtp_1 (51%), o21ai_0 (5.2%), nand2_1 (4.8%), nand3_1 (4.2%), nor2_1 (3.2%)",
        "simple_gate_area_share_pct": 24.27,
        "synthArstFlopShare_pct": 100.0,
        "top_cell_area_share_pct": 50.54,
        "syn_area_um2": 6387,
        "logic_family": "simple AND/OR/NAND/NOR gates",
    },
    "timing": {
        "relSlewSlack_pct": 41.72,
        "hold_viol": 0,
        "fin_crit_sh_pct": 53.09,
        "drv_slew": 0,
        "max_freq_ghz": 0.3305,
        "fin_skew_ns": 0.006599,
        "period_needed_ns": 3.026,
        "tightest_slew_ns": 0.8670,
        "timing.setup.tns_ns": 0,
        "finalSetupViolCount": 0,
        "rsz0062_at_grt": "false",
    },
    "floorplanning": {
        "coreArea_um2": 15370,
        "die_w_um": 128.4,
        "rows": 45,
        "initial_core_util_pct": 41.55,
        "dieArea_um2": 16480,
        "ios": 11,
        "die_y_um": 128.4,
    },
    "placement": {
        "hpwl_um": 8090,
        "place_inst": 868,
        "place.gp.congestion": 0.7920,
        "portBuffers": 10,
    },
    "global_routing": {
        "grt_pass1_vias": 4810,
        "grt_usage_pct": 17.45,
        "grt_remaining_overflow": 0,
        "grt_antenna_before_repair": 0,
        "grt_pass1_wl_um": 22710,
        "grt_max_degree": 60,
    },
    "power": {
        "p_leak_nw": 3.084,
        "ir_drop_mv": 0.2890,
        "p_per_area_nw_per_um2": 293.8,
    },
    "run_status": {
        "status": "completed",
    },
    "run": {
        "tool_warnings": 28,
        "maxCapViolations": 0,
    },
}
routing by layer:
metal / vias up / wire length [µm] / GRT usage, %
li1: 2449 / - / -
met1: 2369 / 6266 / 27.05
met2: 79 / 5864 / 27.54
met3: 8 / 454 / 3.388
met4: 0 / 121 / 2.145
met5: - / 0 / 0
cells by family (layout without fill, tap and decap cells):
logic type                 count (synthesis)  count (layout)
and+or+nand+nor                          306             306
AOI/OAI and AO/OA                        153             153
DFF                                      132             132
buffers and inverters                     38              65
muxes                                     16              16
xor gates and xnor gates                   9               9
adders and majority gates                  8               8
final cells by class:
class,instances,area share (%)
Multi-Input combinational cell,492,39.54
Inverter,13,0.6965
Tap cell,211,3.584
Clock inverter,15,3.126
Sequential cell,132,44.90
Clock buffer,17,5.775
Timing Repair Buffer,20,2.378
cell usage after synthesis, types with 6 or more instances:
cell type	n
nor4_1	12
clkbuf_1	13
nand2_1	82
buf_2	8
mux2i_1	6
dfrtp_1	129
nor2_1	54
nand2b_1	10
and2_1	9
a31oi_1	10
o21ai_0	66
o211ai_1	7
inv_1	13
a21oi_1	18
ha_1	8
or3_1	7
and3_1	16
o41ai_1	7
nand4_1	15
nor3_1	10
nand3_1	53
o31ai_1	25
xnor2_1	7
nor2b_1	14
layout by cell type, fill, tap and decap left out, types with 7 or more instances in the layout:
| cell type | n |
|---|---|
| or3_1 | 7 |
| dfrtp_1 | 129 |
| xnor2_1 | 7 |
| nor2b_1 | 14 |
| o31ai_1 | 25 |
| ha_1 | 8 |
| nand2_1 | 82 |
| inv_1 | 12 |
| and3_1 | 16 |
| nand3_1 | 53 |
| nor2_1 | 54 |
| nand4_1 | 15 |
| o21ai_0 | 66 |
| o211ai_1 | 7 |
| buf_4 | 10 |
| nor4_1 | 12 |
| and2_1 | 9 |
| nor3_1 | 10 |
| nand2b_1 | 10 |
| clkbuf_16 | 17 |
| clkdlybuf4s50_1 | 10 |
| a31oi_1 | 10 |
| a21oi_1 | 18 |
| o41ai_1 | 7 |
power breakdown:
part           switching, mW  internal [mW]  leakage [nW]
Combinational         0.0182        0.00638         0.986
Clock                  0.415          0.780         0.310
Sequential           0.00137          0.943          1.79
Total                  0.435           1.73          3.08
worst reg2reg max path: stages (launching register included):
cell and delay [ns]:
dfrtp_1 0.43, nand4_1 0.24, nor4_2 0.39, nand2_1 0.13, nand2_1 0.50, nand2_1 0.55
or4_1 0.62, o211ai_1 0.09
per-stage QoR:
stage	setup WS (ns)	utilization, %	cell area, µm²	hold slack (ns)	total power, mW
after global placement	2.841	43.65	6710	0.3318	0.9872
after global routing	2.350	47.92	7366	0.3570	2.234
final	2.674	47.92	7366	0.3471	2.164
after CTS	2.723	47.92	7366	0.3475	2.189
after detailed placement	2.737	43.65	6710	0.3347	0.9876
after floorplan	1.039	-	6387	0.3312	0.9747
final timing paths:
path	from	end	slack [ns]	cells after the start
setup / recovery	before_timer[20]	blink_timer[3]	2.67	7
hold / removal	code_meta[0]	code_latch[0]	0.35	0
setup reg to reg	before_timer[20]	blink_timer[3]	2.67	7
hold reg to reg	code_meta[0]	code_latch[0]	0.35	0
max in group asynchronous	reset	blink_timer[11]	3.69	3
min in group asynchronous	reset	after_timer[29]	1.01	2
Power is estimated from default activity; no workload was simulated.
